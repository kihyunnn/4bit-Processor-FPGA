`./run.sh`:
```
#!/bin/bash
# OpenROAD 26Q1-2900-gdf79404cd8, Yosys 0.63+post, stock flow scripts
make -C /OpenROAD-flow-scripts/flow DESIGN_CONFIG=/design/flow/config.mk WORK_HOME=/design/flow/orfs finish
```
`./config.mk`:
```
export PLATFORM = sky130hd
export DESIGN_NAME = mips_fsm
export DESIGN_NICKNAME = mips_fsm
export VERILOG_FILES = /design/flow/design.v
export SDC_FILE = /design/flow/constraint.sdc
export NUM_CORES = 4
export LEC_CHECK = 1
export CORE_UTILIZATION = 40
```
`./constraint.sdc`:
```
current_design mips_fsm

set clk_period 5.5
set clk_io_pct 0.2

create_clock -name clk0 -period $clk_period [get_ports {clk}]

set non_clock_inputs [all_inputs -no_clocks]
set_input_delay [expr $clk_period * $clk_io_pct] -clock clk0 $non_clock_inputs
set_output_delay [expr $clk_period * $clk_io_pct] -clock clk0 [all_outputs]
```
`./design.v`:
```
`timescale 1ns / 1ps
module mips_fsm(
    input       clk,
    input       rst,
    input       btn0,
    input       btn1,
    input       btn2,
    input       btn3,
    input       [3:0]   switch,
    input       [3:0]   result,      
    input               overflow,
    output reg  [3:0]   led,         
    output reg  [3:0]   ssd0,        
    output reg  [3:0]   ssd1,
    output reg  [3:0]   ssd2,
    output reg  [3:0]   ssd3,
    output      [15:0]  instruction,
    output reg is_overflow,
    output reg  write_pulse     
);
parameter CHAR_O = 4'hA;
parameter CHAR_V = 4'hB;
parameter CHAR_F = 4'hC;
parameter CHAR_L = 4'hD;
parameter [3:0] 
    s0 = 4'd0,  
    s1 = 4'd1,  
    s2 = 4'd2,  
    s3 = 4'd3,  
    s4 = 4'd4,  
    s5 = 4'd5,  
    s6 = 4'd6;  
reg [3:0] state;
reg [3:0] opcode, rd1, rd2, wr;
reg [26:0] exec_cnt;
always @(posedge clk or posedge rst) begin
    if (rst)
    begin
        state <= s0;
    end
    else
    begin
        case (state)
            s0:  
            begin
                if (btn0) state <= s1;
                else if (btn3) state <= s0;
            end
            s1:  
            begin
                if (btn0) state <= s2;
                else if (btn3) state <= s0;
            end
            s2:  
            begin
                if (btn0) state <= s3;
                else if (btn3) state <= s0;
            end
            s3:  
            begin
                if (btn0) state <= s4;
                else if (btn3) state <= s0;
            end
            s4:  
            begin
                if (btn0) state <= s5;
                else if (btn3) state <= s0;
            end
            s5:  
            begin
                if (exec_cnt == 27'd100_000_000) state <= s6;   
                else if (btn3) state <= s0;
            end
            s6:  
            begin
                if (btn0 | btn3) state <= s0;
            end
        endcase
    end
end
always @(posedge clk or posedge rst) begin
  if (rst) begin
    write_pulse <= 1'b0;
  end else begin
    write_pulse <= (state == s5 && exec_cnt == 4'd10);
  end
end
always @(posedge clk) begin
    case (state)
        s0:  
        begin
            is_overflow <=0;
            led <= 4'b0000;
            exec_cnt <= 0;
            ssd0 <= 4'b0000;
            ssd1 <= 4'b0000;
            ssd2 <= 4'b0000;
            ssd3 <= 4'b0000;
        end
        s1:  
        begin
            opcode <= switch;
            led <= 4'b1000;
            ssd0 <= switch;
        end
        s2:  
        begin
            rd1 <= switch;
            led <= 4'b0100;
            ssd1 <= switch;
        end
        s3:  
        begin
            rd2 <= switch;
            led <= 4'b0010;
            ssd2 <= switch;
        end
        s4:  
        begin
            wr <= switch;
            led <= 4'b0001;
            ssd3 <= switch;
        end
        s5:  
        begin
            exec_cnt <= exec_cnt + 1;
        end
        s6:  
        begin
            led <= 4'b1111;
            if (btn1)
            begin
                is_overflow <=0;
                ssd0 <= opcode;
                ssd1 <= rd1;
                ssd2 <= rd2;
                ssd3 <= wr;
            end
            else
            begin
                if (~overflow)
                begin
                    is_overflow <= 0;
                    ssd0 <= {3'b000, result[3]};
                    ssd1 <= {3'b000, result[2]};
                    ssd2 <= {3'b000, result[1]};
                    ssd3 <= {3'b000, result[0]};
                end
                else     
                begin
                    is_overflow <=1;
                    ssd0 <= CHAR_O;
                    ssd1 <= CHAR_V;
                    ssd2 <= CHAR_F;
                    ssd3 <= CHAR_L;                    
                end            
            end
        end
    endcase
end
    assign instruction = {opcode, rd1, rd2, wr};
endmodule
```
==> summary.txt <==
flow finished, numbers: yosys stat chip area=3410 um2, Yosys cell types=39, Final Hold Fails=0, setup slack after layout=2.79 ns, Area Overhead vs Synth=23.5%, number of global-route vias before repair=2390, via count=2499, Rel. slew slack=49.6%, Leakage Power=0.00146 uW, first-pass GRT wire length=12200 um, Yosys Instances=299, register area=2120 um2, skew final=0.0108 ns, Slew Limit Fails=0, Max Clock Freq=0.369 GHz, root buffer cell=clkbuf_8, worst slack, placed=2.43 ns, worst skew pair latency=0.34 ns, Max stage delay on crit path=0.96 ns, setup violators final=0, CP required=5.60 ns, CTS Buf Count=9, final WL=7360 um, Via-to-Cell Ratio=5.49, Top Layout Cells=64 x edfxtp_1, 51 x clkdlybuf4s50_1, 27 x nand2_1, Synth Instances=299, syn_area_per_cell=11.4 um2, CP arrival=2.81 ns, critical path launch point type=input pin, number of detailed-route iterations in the first pass=4, Logic area=1180 um2, minimum clock period=2.71 ns, share of cells above drive strength 1=7.43%, grt ovf=0, RSZ-0062 raised after global routing=false, Ys Warns=1, CP Class=input pin to register, die y size=94.3 um, highest ir drop seen on vdd=0.168 mV, # Max-Cap Violations=0, power density cells=350 nW/um2, Core ar.=8220 um2, Detailed Place HPWL=4860 um, remaining routing DRC violations=0, initial antenna violation count=0, WP buf/inv=1, slowest stage cell, crit path=clkdlybuf4s50_1, Starting DRT DRC Count=189, TritonCTS clock tree=yes, synthesized area=3410 um2, WL/cell=16.2 um, CP top delay family=buffers and inverters, Ant. Diodes=0, Synth flops=72, post-CTS sizing=0, FP Util=41.4%, cts-stage hold buffer count=0, CP Cell Sequence=clkdlybuf4s50_1 -> nand2b_1 -> a21oi_1 -> a21o_1, Max FO, Critical Path=21, htree depth=3, Least-Margin Pin Slew=0.753 ns, Port Buffers=51, Die X-Extent=94.3 um, buffer depth of the longest clock path=2, worst hold slack=0.571 ns, Total GRT Usage=18.9%, Top cell excl fill/tap=edfxtp_1, cycle use final=49.3%, crit end category=register, Core Rows=33, largest net degree at the start of global routing=29, Clock Sinks=72, Setup TNS=0 ns, # fillers=698, Hold Path Class=register to register, Final ANT Viol Nets=0, GP Congestion=0.840, total tool warning count=28, status=finished, final reports clean, Die ar.=8890 um2, Clock Pin Slew Worst Setup and Hold Paths=0.07 ns, num ports=53, total setup buffers inserted after CTS=0, register share after synthesis=62.3%
==> where the power goes <==
group	internal [uW]	switching (uW)	leakage (uW)
Clock	268	196	0.000110
Sequential	710	83.4	0.000716
Combinational	117	98.7	0.000635
==> worst paths after layout <==
kind                        startpoint           end  slack [ns]  depth (start not counted)
min in group asynchronous          rst      state[4]        1.01                          2
setup reg to reg           exec_cnt[8]  exec_cnt[26]        3.27                          4
hold / removal                state[0]      state[4]        0.57                          2
hold reg to reg               state[0]      state[4]        0.57                          2
setup / recovery                  btn1       ssd1[1]        2.79                          4
max in group asynchronous          rst      state[0]        4.20                          2
==> layout make-up <==
| class | count | area share (%) |
|---|---|---|
| clock buffer | 11 | 3.36 |
| clock inverter | 5 | 1.93 |
| inverter | 8 | 0.714 |
| multi-input combinational | 202 | 28.1 |
| sequential | 72 | 50.5 |
| tap | 105 | 3.12 |
| timing repair buffer | 52 | 12.3 |
==> through the flow <==
stage	util, %	area (um2)	std cells	power, uW
3_5_place_dp	48.5	3990	439	1020
2_1_floorplan	-	3410	299	881
3_3_place_gp	48.5	3990	439	1020
4_1_cts	51.2	4210	455	1490
6_report	51.2	4210	455	1470
5_1_grt	51.2	4210	455	1550
==> state kept, by name, summed over array words and instances (netlist names) <==
signal	cells
ssd1	4
is_overflow	1
rd1	4
wr	4
state	7
write_pulse	1
ssd0	4
rd2	4
ssd3	4
led	4
opcode	4
exec_cnt	27
ssd2	4
==> cells in the mapped netlist, drive strengths merged <==
master | number | area share, %
a22oi | 1 | 0.22
o31ai | 5 | 1.1
and2 | 1 | 0.18
nor3 | 3 | 0.44
dfrtp | 7 | 5.1
nor3b | 1 | 0.22
o21ai | 19 | 2.8
or3 | 15 | 2.8
xnor2 | 6 | 1.5
dfstp | 1 | 0.77
a32o | 4 | 1.2
nand4b | 1 | 0.26
a21oi | 26 | 3.8
nor4b | 1 | 0.26
nand2b | 5 | 0.92
inv | 8 | 0.88
a22o | 1 | 0.26
xor2 | 5 | 1.3
nand4 | 10 | 1.8
nand2 | 27 | 3.0
or2 | 5 | 0.92
a21o | 8 | 1.8
and4b | 1 | 0.29
edfxtp | 64 | 56
and3 | 2 | 0.37
nor4 | 8 | 1.5
buf | 5 | 0.73
nand3 | 14 | 2.1
or4 | 5 | 1.1
clkbuf | 12 | 1.3
nor2 | 20 | 2.2
ha | 3 | 1.1
and4 | 4 | 1.1
o2bb2ai | 1 | 0.26
==> cells by family after synthesis <==
| kind of cell | share of synthesized area [%] |
|---|---|
| AND-OR/OR-AND | 11.4 |
| XOR/XNOR | 2.83 |
| adder cells (fa/ha/maj) | 1.10 |
| buffers and inverters | 2.94 |
| flip-flops | 62.3 |
| AND/OR/NAND/NOR | 19.4 |
==> worst register-to-register path, stage by stage, from the launching register on <==
cell and delay [ns]:
edfxtp_1 0.50, nand4_1 0.18, or4_1 0.72, or4_1 0.53, a21oi_1 0.15
==> per-layer routing <==
layer  vias to the layer above  GRT usage [%]  wire length, um
met5                         -              0                0
met4                         0           2.69               91
met1                      1189           33.2             3530
met2                        72           25.8             3230
li1                       1228              -                -
met3                        10           5.02              512
Power figures rest on the tool's default switching activity, not on a simulated workload.
