===== flow/config.mk =====
export PLATFORM = sky130hd
export DESIGN_NAME = mips_counter
export DESIGN_NICKNAME = mips_counter
export VERILOG_FILES = /design/flow/design.v
export SDC_FILE = /design/flow/constraint.sdc
export NUM_CORES = 4
export LEC_CHECK = 1
export CORE_UTILIZATION = 40

===== flow/constraint.sdc =====
current_design mips_counter

set clk_period 3.2
set clk_io_pct 0.2

create_clock -name clk0 -period $clk_period [get_ports {clk_ref}]

set non_clock_inputs [all_inputs -no_clocks]
set_input_delay [expr $clk_period * $clk_io_pct] -clock clk0 $non_clock_inputs
set_output_delay [expr $clk_period * $clk_io_pct] -clock clk0 [all_outputs]

===== flow/design.v =====
`timescale 1ns / 1ps
module debouncer #(
    parameter N = 2000000,  
    parameter K = 21        
) (
    input clk,
    input noisy,
    output reg debounced  
);
reg [K-1:0] count;
reg noisy_prev_state;  
always @(posedge clk)
begin
    if (!noisy) begin  
        count <= 0;
        debounced <= 1'b0;
        noisy_prev_state <= 1'b0;  
    end
    else begin  
        if (count < N) begin
            count <= count + 1'b1;
            debounced <= 1'b0;  
        end
        else begin  
            if (noisy_prev_state == 1'b0) begin  
                debounced <= 1'b1;  
            end
            else begin
                debounced <= 1'b0;  
            end
            noisy_prev_state <= 1'b1;  
        end
    end
end
endmodule
`timescale 1ns / 1ps
module debouncer_held #(
    parameter N = 2_000_000,    
    parameter K = 21
)(
    input clk,
    input noisy,
    output reg debounced
);
    reg [K-1:0] count;
    always @(posedge clk) begin
        if (noisy) 
        begin
            if (count < N)
                count <= count + 1;
            else
                debounced <= 1;   
        end 
        else 
        begin
            count <= 0;
            debounced <= 0;       
        end
    end
endmodule
`timescale 1ns / 1ps
module mips_counter(
    input             clk_ref,    
    input             rst,
    input      [3:0]  btn,          
    output     [3:0]  btn_pulse     
);
    wire clk_100M = clk_ref;
    wire [3:0] s_btn;      
    wire [3:0] d_btn;      
    synchronizer s0 (.clk(clk_100M), .async_in(btn[0]), .sync_out(s_btn[0]));
    synchronizer s1 (.clk(clk_100M), .async_in(btn[1]), .sync_out(s_btn[1]));
    synchronizer s2 (.clk(clk_100M), .async_in(btn[2]), .sync_out(s_btn[2]));
    synchronizer s3 (.clk(clk_100M), .async_in(btn[3]), .sync_out(s_btn[3]));
    debouncer d0 (.clk(clk_100M), .noisy(s_btn[0]), .debounced(d_btn[0]));
    debouncer_held d1 (.clk(clk_100M), .noisy(s_btn[1]), .debounced(d_btn[1]));
    debouncer d2 (.clk(clk_100M), .noisy(s_btn[2]), .debounced(d_btn[2]));
    debouncer d3 (.clk(clk_100M), .noisy(s_btn[3]), .debounced(d_btn[3]));
    reg [3:0] d_btn_d;
    reg [3:0] pulse;
    always @(posedge clk_100M or posedge rst) 
    begin
        if (rst) 
        begin
            d_btn_d <= 4'b0000;
            pulse   <= 4'b0000;
        end 
        else 
        begin
            d_btn_d <= d_btn;
            pulse   <= d_btn & ~d_btn_d;   
        end
    end
    assign btn_pulse[0] = pulse[0];
    assign btn_pulse[3] = pulse[3];
    assign btn_pulse[1] = d_btn[1];
endmodule
`timescale 1ns / 1ps
module synchronizer(
    input clk,         
    input async_in,    
    output reg sync_out  
);
reg tmp;  
always @(posedge clk)
begin
    tmp <= async_in;    
    sync_out <= tmp;    
end
endmodule

===== flow/run.sh =====
#!/bin/bash
# OpenROAD 26Q1-2900-gdf79404cd8, Yosys 0.63+post, stock flow scripts
make -C /OpenROAD-flow-scripts/flow DESIGN_CONFIG=/design/flow/config.mk WORK_HOME=/design/flow/orfs finish

==> results_slide.txt <==
Key Metrics from the Run

Placement
  – Routability cong.: 0.827
  – Pre-CTS setup slack: 1.03 ns
  – DP HPWL: 4010 um
  – # port buffers: 7

STA
  – RSZ-0062 raised after global routing: no
  – Final Critical Period: 2.19 ns
  – Final Hold Fails: 0
  – Slew Limit Fails: 0
  – Final worst-path setup slack: 1.01 ns
  – Worst slew pin tran: 0.795 ns
  – Tcrit/Tclk final: 0.684
  – Slew HR: 0.470
  – Final Skew: 0.0120 ns
  – Total Negative Setup Slacks: 0 ns
  – Max Clock Freq: 457 MHz
  – Final setup viols: 0

Pwr
  – Worst vdd ir: 0.000270 V
  – Power per cell area: 471 nW/um2
  – Leak Pwr: 1.54 nW

Clocking
  – Max Buffers Root-to-Sink: 2
  – # resized after CTS: 0
  – Clock transition at path regs: 0.08 ns
  – Setup bufs post-CTS: 0
  – TritonCTS buffer count: 9
  – # H-tree levels: 3
  – CTS root buffer: clkbuf_8
  – CTS Sinks: 78
  – Latency at later pin: 0.34 ns
  – CTS Hold Bufs: 0
  – TritonCTS clock tree: done

Synth
  – Main area contributors: dfxtp_1, mux2i_1, xor2_1
  – Chip Area, Yosys: 3530 um2
  – Yosys cell types: 42
  – Cell taking the most area after synthesis: dfxtp_1
  – Flops after synth: 78
  – Yosys warning tally: 5
  – Cells after synthesis: 390
  – Seq share, synth: 0.448
  – Synth Area per Inst: 9.05 um2
  – Synthesized cell area: 3530 um2
  – # Cells Yosys: 390
  – Top cell type's share of synthesized area: 0.420

Setup path
  – Element type at the critical path end: flip-flop
  – Setup slack, reg-to-reg: 1.01 ns
  – CP Cell Sequence: or4_4, nor3_4, nor2_2, or4_1, a21oi_1
  – CP max FO: 21
  – Critical path arrival: 2.46 ns
  – Critical path's largest stage delay: 0.56 ns
  – CP max-delay cell: or4_4
  – Crit path DRT: 3.47 ns
  – Reg2Reg Depth: 5
  – Worst setup SP type: flip-flop
  – Worst Setup Path Type: flip-flop to flip-flop
  – Total buffers and inverters traversed by the critical path: 0
  – Crit path depth: 5
  – CP top delay family: simple AND/OR/NAND/NOR gates

GRT
  – Aggregate global routing overflow: 0
  – Largest net degree at the start of global routing: 32
  – GRT Total Usage: 0.147
  – Vias in the first global route: 2375
  – First-pass GRT wire length: 10700 um
  – Initial antenna violation count: 0

Cells and area
  – Fraction of layout cells with a size suffix above 1: 0.0500
  – Most frequent cells in the layout: dfxtp_1, nand2_1, and2_1
  – Post-layout util: 0.464
  – Fillers: 805
  – Most frequent logic cell in the layout: dfxtp_1
  – Synth-to-layout area growth: 10.2%

Detailed routing
  – Vias per cell: 5.21
  – Avg WL per Cell: 12.1 um
  – Ant. Diodes: 0
  – WL final: 6120 um
  – Via count: 2633
  – Drc violations: 0
  – Initial drt markers: 40
  – Routed Antenna Nets: 0
  – Drt pass-1 iters: 4

Die
  – Fp util: 0.421
  – Io pins: 10
  – Core area: 8380 um2
  – DIE AREA: 9210 um2
  – Die Wd: 96.0 um
  – Cell Rows: 33
  – Die Y: 96.0 um

Run
  – Max cap viols: 0
  – Tool warnings: 26

Min path
  – Hold Path Depth: 0
  – Hold Path Class: flip-flop to flip-flop

Run status
  – Run status: complete, no violations
-- cell type report --
| type | count | area (um2) | area share |
|---|---|---|---|
| timing repair buffer | 9 | 85.1 | 0.0219 |
| clock inverter | 6 | 86.3 | 0.0222 |
| inverter | 7 | 26.3 | 0.00675 |
| sequential | 78 | 1580 | 0.407 |
| multi-input combinational | 290 | 1850 | 0.476 |
| tap | 105 | 131 | 0.0338 |
| clock buffer | 10 | 128 | 0.0328 |
-- cell usage after synthesis (all sizes together) --
cell type,number
nor2b,4
o21ai,7
or4,5
a31oi,1
nand2,40
nor4b,1
inv,7
mux2i,16
o31a,1
dfrtp,4
ha,3
or3,3
a21boi,12
nor3,14
o21a,10
nand4,14
o31ai,5
buf,3
nor3b,1
nor2,19
o41ai,3
o211ai,1
a21oi,14
nand3,22
o311ai,3
xor2,18
and2,24
o2111ai,1
dfxtp,74
conb,1
and4,8
nor4,2
nand2b,16
clkbuf,12
xnor2,13
and3,8
-- routing by layer --
layer	wire (um)	GRT usage	vias up	share of wire
met5	0	0	-	0
li1	-	-	1383	-
met2	2640	0.227	26	0.43
met4	78	0.0174	0	0.013
met1	3220	0.224	1217	0.53
met3	177	0.0305	7	0.029
-- cell families (layout without fill, tap and decap cells) --
family,after synthesis,after routing,synth area share
and+or+nand+nor,181,181,0.280
DFF,78,78,0.448
AOI/OAI and AO/OA,58,58,0.111
xor gates and xnor gates,31,31,0.0769
buffers and inverters,22,32,0.0276
muxes,16,16,0.0454
adders and majority gates,3,3,0.0106
other,1,1,0.00106
-- registers in the layout, indices dropped and copies added (netlist names) --
| signal | count |
|---|---|
| d3.count | 21 |
| d0.debounced | 1 |
| d1.count | 21 |
| s0.sync_out | 1 |
| d0.count | 21 |
| d1.debounced | 1 |
| d3.debounced | 1 |
| pulse | 2 |
| s0.tmp | 1 |
| d0.noisy_prev_state | 1 |
| s1.sync_out | 1 |
| s3.tmp | 1 |
| d3.noisy_prev_state | 1 |
| d_btn_d | 2 |
| s3.sync_out | 1 |
| s1.tmp | 1 |
-- per-stage QoR --
step           instances  hold WS, ns  power, mW  instance area [um2]
2_1_floorplan        390        0.310       1.05                 3530
3_3_place_gp         489        0.312       1.07                 3680
3_5_place_dp         489        0.316       1.07                 3680
4_1_cts              505        0.333       1.87                 3890
5_1_grt              505        0.334       1.91                 3890
6_report             505        0.331       1.83                 3890
-- worst paths after layout --
path,startpoint,end
max in group asynchronous,rst,d_btn_d[0]$_DFF_PP0_
hold reg to reg,s0.tmp$_DFF_P_,s0.sync_out$_DFF_P_
setup / recovery,d0.count[11]$_SDFFE_PN0N_,d0.count[15]$_SDFFE_PN0N_
hold / removal,s0.tmp$_DFF_P_,s0.sync_out$_DFF_P_
min in group asynchronous,rst,pulse[3]$_DFF_PP0_
setup reg to reg,d0.count[11]$_SDFFE_PN0N_,d0.count[15]$_SDFFE_PN0N_
-- power by group --
part           switching, mW  internal (mW)
clock network          0.350          0.438
logic                 0.0257         0.0230
registers             0.0114          0.984
total                  0.387           1.45
-- worst register-to-register path: stages, from the launching register on --
cell and delay [ns]:
dfxtp_1 0.36, or4_4 0.56, nor3_4 0.26, nor2_2 0.24, or4_1 0.56, a21oi_1 0.15
Power figures rest on the tool's default switching activity, not on a simulated workload.
