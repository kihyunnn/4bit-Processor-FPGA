File: flow/config.mk
export PLATFORM = sky130hd
export DESIGN_NAME = register
export DESIGN_NICKNAME = register
export VERILOG_FILES = /design/flow/design.v
export SDC_FILE = /design/flow/constraint.sdc
export NUM_CORES = 4
export LEC_CHECK = 1
export CORE_UTILIZATION = 30
File: flow/constraint.sdc
current_design register

set clk_period 2.3
set clk_io_pct 0.2

create_clock -name clk0 -period $clk_period [get_ports {clk}]

set non_clock_inputs [all_inputs -no_clocks]
set_input_delay [expr $clk_period * $clk_io_pct] -clock clk0 $non_clock_inputs
set_output_delay [expr $clk_period * $clk_io_pct] -clock clk0 [all_outputs]
File: flow/design.v
`timescale 1ns / 1ps
module register (
    input               clk,         
    input               rst,         
    input               RegWrite,    
    input               overflow,
    input        [3:0]  Rd1,         
    input        [3:0]  Rd2,         
    input        [3:0]  Wr,          
    input        [3:0]  Write_data,  
    output       [3:0]  Rd1_out,     
    output       [3:0]  Rd2_out      
);
    reg [3:0] registers [0:15];
    integer i;
    initial begin
        for (i = 0 ; i< 16 ; i = i+1 ) begin
            registers[i] = i;
        end
    end
    always @(posedge clk) begin
        registers[0] <= 4'b0000;   
        if (RegWrite && (Wr != 4'b0000) && !overflow) begin
            registers[Wr] <= Write_data;
        end
    end
    assign Rd1_out = (Rd1 == 4'b0000) ? 4'b0000 : registers[Rd1];
    assign Rd2_out = (Rd2 == 4'b0000) ? 4'b0000 : registers[Rd2];
endmodule
File: flow/run.sh
#!/bin/bash
# OpenROAD 26Q1-2900-gdf79404cd8, Yosys 0.63+post, stock flow scripts
make -C /OpenROAD-flow-scripts/flow DESIGN_CONFIG=/design/flow/config.mk WORK_HOME=/design/flow/orfs finish
==> impl_metrics.csv <==
group,metric,value,unit
status,run_status,"complete, no violations",
sta,final-hold-violation-count,0,
sta,grt_setup_unrepaired,"false",
critical_path,timing.critical_path.max_delay_family,"buffers and inverters",
die,initial_utilization,30.81,%
global_route,grt_max_degree,16,
hold_path,worst_hold_startpoint,"Wr[1]",
clock_tree,clock_sink_count,61,
critical_path,criticalPathCategory,"in2out",
place,routability_cong,0.9024,
layout,final_core_utilization,40.74,%
place,dp_hpwl,4909,um
critical_path,cp.arrival,1770,ps
sta,fin_crit_sh,97.04,%
sta,max-slew-margin-rel,58.64,%
global_route,grt_usage,15.38,%
clock_tree,cts_buffers,9,
routing,met2_length,3147,um
sta,maxSlewViolCount,0,
synthesis,syn-cell-area,2998,sq um
synthesis,ys.warnings.count,1,
routing,antenna_cells_inserted,0,
critical_path,critical_path_buf_inv_count,3,
synthesis,synth.top_cells.by_area,"sky130_fd_sc_hd__edfxtp_1 60%, sky130_fd_sc_hd__mux4_2 14%, sky130_fd_sc_hd__mux2_2 4.9%",
layout,synthToLayoutAreaGrowth,32.22,%
synthesis,number_of_enable_flip_flop_cells,60,
critical_path,endpoint_kind,"primary output",
synthesis,netlist.area_leader.share,60.10,%
global_route,first_global_vias,1934,
synthesis,ys_chip_area,2998,sq um
global_route,grt_first_pass_wirelength,10830,um
pwr,power-per-cell-area,654.6,nW/um^2
routing,highest_layer,"met4",
pwr,peakVddDrop,0.2820,mV
hold_path,hold_path_end,"registers[15][2]",
sta,finalSetupViolations,0,
layout,largest_register_ffs,61,
routing,drt_wl_total,6974,um
clock_tree,cts.clk_slew.worst_paths,70,ps
pwr,power_leakage,1.346,nW
synthesis,post_synth_inst_count,182,
die,die-width,102.0,um
hold_path,hold_path_depth,3,
synthesis,yosys_cell_count,182,
routing,route.detailed.drc,0,
layout,final_layout_size_suffix_gt1_share,41.35,%
routing,vias_per_cell,5.000,
clock_tree,tritoncts,"built",
routing,routed-wl-met3,778,um
routing,ant_nets,0,
sta,period_minus_slack,2232,ps
global_route,antenna_found_initial,0,
routing,route.vias.total,1850,
hold_path,hp-class,"in2reg",
job,total_number_of_warnings_across_the_stage_logs,27,
synthesis,synth_top_flop_cell,"sky130_fd_sc_hd__edfxtp_1",
place,place.port_buffers,26,
synthesis,yosysMostFrequentCell,"sky130_fd_sc_hd__edfxtp_1",
critical_path,cp_slowest_cell,"sky130_fd_sc_hd__mux4_2",
die,core_region_area,9729,sq um
synthesis,common_cells,"60 x sky130_fd_sc_hd__edfxtp_1, 19 x sky130_fd_sc_hd__mux4_2, 16 x sky130_fd_sc_hd__nor2_1",
synthesis,yosysUniqueCellTypes,29,
critical_path,critical_path_cell_count,6,
clock_tree,cts_buffer_depth,2,
die,die_h,102.0,um
die,die-area,10400,sq um
critical_path,critPathMaxFanout,6,
layout,final.fill_count,901,
routing,wl_per_cell,18.85,um
clock_tree,cts-root-buf,"sky130_fd_sc_hd__clkbuf_8",
synthesis,top_area_cell,"sky130_fd_sc_hd__edfxtp_1",
critical_path,worst_path_largest_cell_delay,500,ps
critical_path,setup.worst_path.start_class,"input port",
critical_path,critical_path_cell_by_cell,"clkdlybuf4s15_2 > buf_6 > mux4_2 > nor3_1 > a211oi_1 > dlygate4sd2_1",
synthesis,syn_area_per_cell,16.47,sq um
synthesis,asyncSetResetFlopFracSynth,0,%
layout,registers.top_by_ff_count,"registers",
routing,firstDrtPassIters,4,
critical_path,crit_required,1840,ps
global_route,globalRouteOverflowTotal,0,
sta,tightest_slew,618.5,ps
routing,route.layer.met1.wl,3015,um
die,boundaryPins,28,
routing,drt-initial-drc-count,75,
clock_tree,cts.htree.levels,3,
synthesis,ys.flops,61,
sta,max_clock_freq,448.0,MHz
sta,total_neg_setup_slack,0,ps
job,maxCapViolCount,0,
die,core.rowCount,36,
layout,largest_registers,"registers x61",
synthesis,ys_seq_share,60.77,%
==> worst min-delay path, cell delays in order <==
cell                              delay [ps]
sky130_fd_sc_hd__clkdlybuf4s50_1         450
sky130_fd_sc_hd__nand3_1                 160
sky130_fd_sc_hd__nor2_1                  140
==> logic make-up after synthesis <==
logic type,share of synthesized area (%)
AND-OR/OR-AND,4.758
flip-flops,60.77
multiplexers,23.58
buffers and inverters,3.088
other,0.1251
AND/OR/NAND/NOR,7.679
==> worst max-delay path by stage <==
stage	to	startpoint
6_report	Rd1_out[2]	Rd1[1]
5_1_grt	Rd1_out[1]	registers[11][1]
4_1_cts	Rd1_out[3]	Rd1[0]
==> layout by cell type, fill, tap and decap left out, types with 2 or more instances in the layout <==
master,n
sky130_fd_sc_hd__a221oi_2,6
sky130_fd_sc_hd__nor3_1,6
sky130_fd_sc_hd__mux2i_1,7
sky130_fd_sc_hd__buf_16,3
sky130_fd_sc_hd__mux2_2,13
sky130_fd_sc_hd__clkdlybuf4s50_1,10
sky130_fd_sc_hd__mux4_2,21
sky130_fd_sc_hd__o22ai_2,3
sky130_fd_sc_hd__clkbuf_8,9
sky130_fd_sc_hd__clkinv_4,2
sky130_fd_sc_hd__bufinv_16,2
sky130_fd_sc_hd__buf_4,15
sky130_fd_sc_hd__or2_2,2
sky130_fd_sc_hd__nand2b_1,4
sky130_fd_sc_hd__a211oi_2,3
sky130_fd_sc_hd__clkdlybuf4s15_2,2
sky130_fd_sc_hd__nor2_1,16
sky130_fd_sc_hd__buf_12,4
sky130_fd_sc_hd__nand3b_1,5
sky130_fd_sc_hd__nand3_1,3
sky130_fd_sc_hd__edfxtp_1,60
sky130_fd_sc_hd__o22ai_1,3
sky130_fd_sc_hd__buf_6,3
sky130_fd_sc_hd__dlygate4sd2_1,9
sky130_fd_sc_hd__nand2_1,6
==> power by group <==
part | switching (mW) | leakage (nW) | internal (mW)
Clock | 0.438 | 0.110 | 0.615
Sequential | 0.00649 | 0.549 | 1.23
Combinational | 0.128 | 0.688 | 0.173
==> final cells by class <==
class / count / area, sq um / share of cell area (%)
inverters: 1 / 3.754 / 0.09470
clock buffers: 9 / 123.9 / 3.125
clock inverters: 7 / 98.84 / 2.494
well taps: 133 / 166.4 / 4.198
repair buffers: 51 / 585.6 / 14.77
multi-input cells: 108 / 1164 / 29.36
flip-flops and latches: 61 / 1822 / 45.96
==> layer usage <==
metal | vias to the layer above | GRT usage, %
met5 | - | 0
met4 | 0 | 1.538
met3 | 2 | 8.623
met2 | 92 | 22.35
met1 | 905 | 22.27
li1 | 851 | -
==> repair_timing <==
item | 4_1_cts | 5_1_grt
gates cloned | 4 | 0
buffers inserted | 2 | 0
resized | 57 | 3
endpoints found under the setup margin | 8 | 2
hold buffers | 0 | 0
pin swaps | 6 | 1
==> stage by stage <==
stage / setup slack (ps) / area [sq um] / cells / hold WS, ps / power, mW
global placement: -582.5 / 3528 / 348 / 1403 / 1.529
detailed placement: -566.4 / 3528 / 348 / 1401 / 1.530
floorplan: 443.8 / 2998 / 182 / 558.9 / 1.398
finish: 68.08 / 3964 / 370 / 1065 / 2.595
CTS: -106.1 / 3954 / 370 / 1052 / 2.617
global route: 1.725 / 3964 / 370 / 1104 / 2.693
No activity file was given, so power comes from the tool's default toggle rates.
